<file path="flow/config.mk">
export PLATFORM = sky130hd
export DESIGN_NAME = hello_world
export DESIGN_NICKNAME = hello_world
export VERILOG_FILES = /design/flow/design.v
export SDC_FILE = /design/flow/constraint.sdc
export NUM_CORES = 4
export LEC_CHECK = 1
export CORE_UTILIZATION = 50
</file>
<file path="flow/constraint.sdc">
current_design hello_world

set clk_period 4.8
set clk_io_pct 0.2

create_clock -name clk0 -period $clk_period [get_ports {clk}]

set non_clock_inputs [all_inputs -no_clocks]
set_input_delay [expr $clk_period * $clk_io_pct] -clock clk0 $non_clock_inputs
set_output_delay [expr $clk_period * $clk_io_pct] -clock clk0 [all_outputs]
</file>
<file path="flow/design.v">
`timescale 1ns / 1ps
module hello_world #(
    DATA_WIDTH = 8,
    BAUD_RATE  = 9600,
    CLK_FREQ   = 12_000_000
) (
    input  logic clk,
    input  logic rstn,
    input  logic rx,
    output logic tx
);
  reg                  valid_tx;
  reg [DATA_WIDTH-1:0] data_tx;
  reg [DATA_WIDTH-1:0] data_rx;
  uart_rx #(DATA_WIDTH, BAUD_RATE, CLK_FREQ) uart_rx_instance (
      .clk  (clk),
      .rstn (rstn),
      .sig  (rx),
      .ready(ready_rx),
      .data (data_rx),
      .valid(valid_rx)
  );
  uart_tx #(DATA_WIDTH, BAUD_RATE, CLK_FREQ) uart_tx_instance (
      .clk  (clk),
      .rstn (rstn),
      .sig  (tx),
      .ready(ready_tx),
      .data (data_tx),
      .valid(valid_tx)
  );
  typedef enum {
    SEND_HELLO,
    ECHO
  } state_type;
  state_type state;
  integer str_len = 11;
  integer str_index = 0;
  reg [8*16:1] hello = "Hello, World!   ";
  always_ff @(posedge clk) begin : main_loop
    if (!rstn) begin
      state <= SEND_HELLO;
    end else begin
      case (state)
        SEND_HELLO: begin
          if (valid_tx == 0 & ready_tx == 1 & str_index < str_len) begin
            valid_tx <= 1;
            data_tx  <= hello[str_index];
            str_index++;
          end else begin
            if (str_index == str_len) begin
              state <= ECHO;
            end else begin
              valid_tx <= 0;
            end
          end
        end
        ECHO: begin
          if (valid_rx == 1) begin
            valid_tx <= 1;
            data_tx  <= data_rx;
          end else begin
            valid_tx <= 0;
          end
        end
      endcase
    end
  end
endmodule
module uart_rx #(
    parameter
    DATA_WIDTH = 8,
    BAUD_RATE = 9600,
    CLK_FREQ = 12_000_000,
    localparam LB_DATA_WIDTH    = $clog2(DATA_WIDTH),
               PULSE_WIDTH      = CLK_FREQ / BAUD_RATE,
               LB_PULSE_WIDTH   = $clog2(PULSE_WIDTH),
               HALF_PULSE_WIDTH = PULSE_WIDTH / 2
) (
    input  logic                  sig,
    input  logic                  ready,
    output logic [DATA_WIDTH-1:0] data,
    output logic                  valid,
    input  logic                  clk,
    input  logic                  rstn
);
  function majority5(input [4:0] val);
    case (val)
      5'b00000: majority5 = 0;
      5'b00001: majority5 = 0;
      5'b00010: majority5 = 0;
      5'b00100: majority5 = 0;
      5'b01000: majority5 = 0;
      5'b10000: majority5 = 0;
      5'b00011: majority5 = 0;
      5'b00101: majority5 = 0;
      5'b01001: majority5 = 0;
      5'b10001: majority5 = 0;
      5'b00110: majority5 = 0;
      5'b01010: majority5 = 0;
      5'b10010: majority5 = 0;
      5'b01100: majority5 = 0;
      5'b10100: majority5 = 0;
      5'b11000: majority5 = 0;
      default:  majority5 = 1;
    endcase
  endfunction
  logic [1:0] sampling_cnt;
  logic [4:0] sig_q;
  logic       sig_r;
  always_ff @(posedge clk) begin
    if (!rstn) begin
      sampling_cnt <= 0;
      sig_q        <= 5'b11111;
      sig_r        <= 1;
    end else begin
      if (sampling_cnt == 0) begin
        sig_q <= {sig, sig_q[4:1]};
      end
      sig_r        <= majority5(sig_q);
      sampling_cnt <= sampling_cnt + 1;
    end
  end
  typedef enum logic [1:0] {
    STT_DATA,
    STT_STOP,
    STT_WAIT
  } statetype;
  statetype                    state;
  logic     [  DATA_WIDTH-1:0] data_tmp_r;
  logic     [ LB_DATA_WIDTH:0] data_cnt;
  logic     [LB_PULSE_WIDTH:0] clk_cnt;
  logic                        rx_done;
  always_ff @(posedge clk) begin
    if (!rstn) begin
      state      <= STT_WAIT;
      data_tmp_r <= 0;
      data_cnt   <= 0;
      clk_cnt    <= 0;
    end else begin
      case (state)
        STT_DATA: begin
          if (0 < clk_cnt) begin
            clk_cnt <= clk_cnt - 1;
          end else begin
            data_tmp_r <= {sig_r, data_tmp_r[DATA_WIDTH-1:1]};
            clk_cnt    <= PULSE_WIDTH;
            if (data_cnt == DATA_WIDTH - 1) begin
              state <= STT_STOP;
            end else begin
              data_cnt <= data_cnt + 1;
            end
          end
        end
        STT_STOP: begin
          if (0 < clk_cnt) begin
            clk_cnt <= clk_cnt - 1;
          end else if (sig_r) begin
            state <= STT_WAIT;
          end
        end
        STT_WAIT: begin
          if (sig_r == 0) begin
            clk_cnt  <= PULSE_WIDTH + HALF_PULSE_WIDTH;
            data_cnt <= 0;
            state    <= STT_DATA;
          end
        end
        default: begin
          state <= STT_WAIT;
        end
      endcase
    end
  end
  assign rx_done = (state == STT_STOP) && (clk_cnt == 0);
  logic [DATA_WIDTH-1:0] data_r;
  logic                  valid_r;
  always_ff @(posedge clk) begin
    if (!rstn) begin
      data_r  <= 0;
      valid_r <= 0;
    end else if (rx_done && !valid_r) begin
      valid_r <= 1;
      data_r  <= data_tmp_r;
    end else if (valid_r && ready) begin
      valid_r <= 0;
    end
  end
  assign data  = data_r;
  assign valid = valid_r;
endmodule
module uart_tx #(
    parameter
    DATA_WIDTH = 8,
    BAUD_RATE = 9600,
    CLK_FREQ = 12_000_000,
    localparam LB_DATA_WIDTH    = $clog2(DATA_WIDTH),
               PULSE_WIDTH      = CLK_FREQ / BAUD_RATE,
               LB_PULSE_WIDTH   = $clog2(PULSE_WIDTH),
               HALF_PULSE_WIDTH = PULSE_WIDTH / 2
) (
    output logic                  sig,
    output logic                  ready,
    input  logic [DATA_WIDTH-1:0] data,
    input  logic                  valid,
    input  logic                  clk,
    input  logic                  rstn
);
  typedef enum logic [1:0] {
    STT_DATA,
    STT_STOP,
    STT_WAIT
  } statetype;
  statetype                     state;
  logic     [   DATA_WIDTH-1:0] data_r;
  logic                         sig_r;
  logic                         ready_r;
  logic     [LB_DATA_WIDTH-1:0] data_cnt;
  logic     [ LB_PULSE_WIDTH:0] clk_cnt;
  always_ff @(posedge clk) begin
    if (!rstn) begin
      state    <= STT_WAIT;
      sig_r    <= 1;
      data_r   <= 0;
      ready_r  <= 1;
      data_cnt <= 0;
      clk_cnt  <= 0;
    end else begin
      case (state)
        STT_DATA: begin
          if (0 < clk_cnt) begin
            clk_cnt <= clk_cnt - 1;
          end else begin
            sig_r   <= data_r[data_cnt];
            clk_cnt <= PULSE_WIDTH;
            if (data_cnt == DATA_WIDTH - 1) begin
              state <= STT_STOP;
            end else begin
              data_cnt <= data_cnt + 1;
            end
          end
        end
        STT_STOP: begin
          if (0 < clk_cnt) begin
            clk_cnt <= clk_cnt - 1;
          end else begin
            state   <= STT_WAIT;
            sig_r   <= 1;
            clk_cnt <= PULSE_WIDTH + HALF_PULSE_WIDTH;
          end
        end
        STT_WAIT: begin
          if (0 < clk_cnt) begin
            clk_cnt <= clk_cnt - 1;
          end else if (!ready_r) begin
            ready_r <= 1;
          end else if (valid) begin
            state    <= STT_DATA;
            sig_r    <= 0;
            data_r   <= data;
            ready_r  <= 0;
            data_cnt <= 0;
            clk_cnt  <= PULSE_WIDTH;
          end
        end
        default: begin
          state <= STT_WAIT;
        end
      endcase
    end
  end
  assign sig   = sig_r;
  assign ready = ready_r;
endmodule
</file>
<file path="flow/run.sh">
#!/bin/bash
# OpenROAD 26Q1-2900-gdf79404cd8, Yosys 0.63+post, stock flow scripts
make -C /OpenROAD-flow-scripts/flow DESIGN_CONFIG=/design/flow/config.mk WORK_HOME=/design/flow/orfs finish
</file>
==> impl_metrics.ini <==
; yosys + openroad results
[worst_setup_path]
rr_worst_depth = 8
worst_ep_arrival_time_ns = 3.52
path_class = reg -> reg
timing.rr.end = data_tx[0]$_DFFE_PP_
worst_setup_path_end_kind = flop
r2r-start = str_index[0]$_DFFE_PP_
worstPathRequired_ns = 4.93
crit_fanout = 27
reg2reg_slack_ns = 1.42
start_kind = flop

[final_timing]
period_minus_slack_ns = 3.384
finalHoldViolCount = 0
setup_tns_ns = 0
slew_viol_final = 0
fin_skew_ns = 0.005418
setup_slack_ns = 1.416
worstMarginPinSlew_ns = 0.8398
setup_viol = 0
hold_ws_ns = 0.4095
slew_headroom = 0.4401
rsz0062_at_grt = false
max_freq_mhz = 295.5
finalCritPeriodShare = 0.7050

[outcome]
outcome = complete, no violations

[clock_network]
cts.sinks = 115
cts_tree = built
clockBufferDepth = 2
cts_setup_buffers = 0
clkTransAtPathRegs_ns = 0.06
root_buffer = clkbuf_16
cts-resized-gates = 0
insertion_delay_ns = 0.40
ctsHoldBuffers = 0
cts-buffers-inserted = 17
cts_max_level = 4

[grt]
grt_pass1_vias = 4116
antenna_found_initial = 0
overflow = 0
met1_usage = 0.3318
grt_max_degree = 77
use_met2 = 0.2930
grt_pass1_wl_um = 19870
track_usage = 0.1993
top_usage_layer = met1
met3_usage = 0.04094

[routing]
drc_errors = 0
drtPass1Iterations = 5
num_antenna_cells = 0
vias = 4602
initialDrtViolationCount = 319
routed_wl_um = 11610
viasPerCell = 5.710
wl_per_cell_um = 14.40
final_antenna_net_count = 0

[logic_synthesis]
synth_flops = 115
flop_cell = dfxtp_1
yosysSeqAreaShare = 0.4422
yosys-stat-cells = 656
synth.distinct_cells = 74
syn_area_per_cell_sq_um = 9.352
synthesis.area_sq_mm = 0.006135
synthArstFlopShare = 0
ys_warn_count = 7
edf_count = 41
yosys_area_sq_mm = 0.006135
synthCells = 656

[die]
die_width_um = 112.8
core_area_sq_mm = 0.01196
rows = 40
initial_core_util = 0.5129
dieArea_sq_mm = 0.01272
die_y_um = 112.8
io_pins = 4

[final_layout]
drive_gt1_frac = 0.08953
stdcell_area_sq_mm = 0.006843
synthToLayoutAreaGrowth_pct = 11.54

[place]
globalplace.congestion = 0.8368
dp_slack_ns = 1.449
dp_hpwl_um = 7492
dpl-instance-area_sq_mm = 0.006222
portBuffers = 3

[min_path]
hold_start = uart_rx_instance.sampling_cnt[0]$_SDFF_PN0_
min_to = uart_rx_instance.sampling_cnt[0]$_SDFF_PN0_
whs_path_depth = 1
min_path_type = reg -> reg

[job]
drv_cap = 0
warnings = 26

[pwr]
p_leak_nw = 2.407
powerDensity_mw_per_mm2 = 435.0
power.total_mw = 2.977
irDropWorstVdd_mv = 0.3210
per-stage QoR:
| step | instances | util |
|---|---|---|
| 2_1_floorplan | 656 | - |
| 3_3_place_gp | 774 | 0.5202 |
| 3_5_place_dp | 774 | 0.5202 |
| 4_1_cts | 806 | 0.5721 |
| 5_1_grt | 806 | 0.5721 |
| 6_report | 806 | 0.5721 |
routing by layer:
layer,vias to the layer above,part of all wire
li1,2382,-
met1,2129,0.50
met2,87,0.46
met3,4,0.043
met4,0,0.0053
met5,-,0
worst max-delay path: stages (launching register included):
cell	delay [ns]
edfxtp_1	0.64
inv_1	0.21
ha_1	0.73
or3b_1	0.56
xnor2_1	0.30
nor4_1	0.09
a311o_1	0.34
o311ai_1	0.10
o211ai_1	0.13
area by class of cell:
cell class	instances	area [sq um]
timing repair buffer	9	70.07
clock buffer	20	467.9
multi-input combinational	487	3196
fill	995	5119
inverter	16	60.06
clock inverter	12	152.6
sequential	115	2713
tap	147	183.9
state kept, by name, summed over array words and instances, names as in the netlist, 2 cells and up:
register                       count
data_tx                            8
state                              2
str_index                         32
uart_rx_instance.clk_cnt          12
uart_rx_instance.data_cnt          4
uart_rx_instance.data_r            8
uart_rx_instance.data_tmp_r        8
uart_rx_instance.sampling_cnt      2
uart_rx_instance.sig_q             5
uart_rx_instance.state             3
uart_tx_instance.clk_cnt          12
uart_tx_instance.data_cnt          3
uart_tx_instance.data_r            8
uart_tx_instance.state             3
synthesized netlist by cell type (6+ instances only):
library cell	number	area [sq um]
ha_1	8	100.1
a21boi_0	15	112.6
nand2_1	64	240.2
and2_1	14	87.58
nand4_1	11	68.82
dfxtp_1	74	1481
nor2_1	36	135.1
o21ai_0	36	180.2
buf_2	12	60.06
mux2i_1	25	250.2
nor2b_1	30	187.7
nor3_1	23	115.1
xnor2_1	29	254.0
clkbuf_1	21	78.83
edfxtp_1	41	1231
nand3_1	33	165.2
xor2_1	10	87.58
nor4_1	13	81.33
and3_1	6	37.54
a21oi_1	30	150.1
inv_1	16	60.06
cells by family (layout without fill, tap and decap cells):
logic type | count (synthesis) | after routing | synth area share
simple gates | 282 | 282 | 0.2592
xor+xnor | 39 | 39 | 0.05568
fa+ha+maj | 9 | 9 | 0.01795
buf+inv | 54 | 57 | 0.03733
compound gates | 130 | 130 | 0.1395
mux | 27 | 27 | 0.04813
flops | 115 | 115 | 0.4422
worst max path at each step:
stage / startpoint / endpoint / slack (ns)
after CTS: str_index[0]$_DFFE_PP_ / data_tx[0]$_DFFE_PP_ / 1.44
after global routing: str_index[0]$_DFFE_PP_ / data_tx[0]$_DFFE_PP_ / 1.17
final: str_index[0]$_DFFE_PP_ / data_tx[0]$_DFFE_PP_ / 1.42
where the power goes:
group          switching (mW)  internal (mW)
Clock                   0.434          0.860
Combinational           0.281          0.215
Sequential             0.0877           1.10
Total                   0.803           2.17
placed cells by master (no fill, tap or decap), types with 4 or more instances in the layout:
cell type,instances
o31ai_1,4
nor2b_1,30
and4_1,4
nand4_1,11
nor4_1,13
a22oi_1,5
inv_1,16
a21boi_0,15
dfxtp_1,74
nand4b_1,5
nand3b_1,5
nor3_1,23
and3_1,6
nor2_1,35
ha_1,8
edfxtp_1,41
clkbuf_16,18
xnor2_1,29
nand2_1,64
mux2i_1,25
a21oi_1,30
nand3_1,33
buf_4,6
o21ai_0,36
a21o_1,5
xor2_1,10
and2_1,14
Power is estimated from default activity; no workload was simulated.
